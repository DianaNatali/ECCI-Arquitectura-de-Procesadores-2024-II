==> design/flow/design.v <==
module multiplicador(
        input clk,
        input init,    
        input [2:0] MR, 
		input [2:0] MD, 
        output reg done,
		output reg [5:0] pp
    );
    reg sh;
    reg rst;
    reg add;
    reg [5:0] A;
    reg [2:0] B;
    wire z;
    reg [2:0] status;
    localparam START = 0;
	localparam CHECK = 1; 
	localparam ADD = 2; 
	localparam SHIFT = 3; 
	localparam END1 = 4;
    initial begin
        status = START;
        rst = 1'b0;
        pp = 6'b0;
        A = 6'b0;
        B = 3'b0; 
    end
    always @(negedge clk) begin
	    case (status)
	        START: begin
	        	sh <= 1'b0;
	        	add <= 1'b0;
	        	if (init) begin
	        	    status <= CHECK;
	        	    done <= 1'b0;
	        	    rst <= 1'b1;
	        	end
	        end
	        CHECK: begin 
	        	done <= 1'b0;
	        	rst <= 1'b0;
	        	sh <= 1'b0;
	        	add <= 1'b0;
	        	status <= (B[0]==1)? ADD : SHIFT;
	        end
	        ADD: begin
	        	done <= 1'b0;
	        	rst <= 1'b0;
	        	sh <= 1'b0;
	        	add <= 1'b1;
	        	status <= SHIFT;
	        end
	        SHIFT: begin
	        	done <= 1'b0;
	        	rst <= 1'b0;
	        	sh <= 1'b1;
	        	add <= 1'b0;
	        	status <= (z==1)? END1 : CHECK;
	        end
	        END1: begin
	        	done <= 1'b1;
	        	rst <= 1'b0;
	        	sh <= 1'b0;
	        	add <= 1'b0;
	        	status <= END1;
	        end
	        default: status <= START;
	    endcase 
    end 
    always @(posedge clk) begin
    	if (rst) begin
    		A <= {3'b000,MD};
    		B <= MR;
    	end
    	else begin 
    		if (sh) begin
    			A <= A << 1;
    			B <= B >> 1;
    		end
    	end
    end 
    always @(posedge clk) begin
    	if (rst) begin
    		pp <= 6'b0;
    	end
    	else begin 
    		if (add) begin
    		    pp <= pp + A;
    		end
    	end
    end
    assign z = (B==0)? 1'b1 : 1'b0;
endmodule
==> design/flow/run.sh <==
#!/bin/bash
# OpenROAD 26Q1-2900-gdf79404cd8, Yosys 0.63+post, stock flow scripts
make -C /OpenROAD-flow-scripts/flow DESIGN_CONFIG=/design/flow/config.mk WORK_HOME=/design/flow/orfs finish
==> design/flow/config.mk <==
export PLATFORM = sky130hd
export DESIGN_NAME = multiplicador
export DESIGN_NICKNAME = multiplicador
export VERILOG_FILES = /design/flow/design.v
export SDC_FILE = /design/flow/constraint.sdc
export NUM_CORES = 4
export LEC_CHECK = 1
export CORE_AREA = 10 10 98 98
export DIE_AREA = 0 0 108 108
==> design/flow/constraint.sdc <==
current_design multiplicador

set clk_period 3.6
set clk_io_pct 0.2

create_clock -name clk0 -period $clk_period [get_ports {clk}]

set non_clock_inputs [all_inputs -no_clocks]
set_input_delay [expr $clk_period * $clk_io_pct] -clock clk0 $non_clock_inputs
set_output_delay [expr $clk_period * $clk_io_pct] -clock clk0 [all_outputs]
==> flow_metrics.env <==
# source this file to load flow results
export IMPL_finalHoldViolCount=0
export IMPL_drtIter0Drc=39
export IMPL_min_delay_path_depth=2
export IMPL_drive_gt1_share_pct=11.57
export IMPL_cts_tree="yes"
export IMPL_drv_cap=0
export IMPL_gr_usage_all_layers_pct=3.539
export IMPL_crit_slowest_cell="edfxtp_1"
export IMPL_worstReg2RegEnd="pp[3]"
export IMPL_area_growth_syn_to_layout_pct=27.70
export IMPL_drc=0
export IMPL_fin_ws_ps=176.2
export IMPL_ir_worst_vdd_v=0.0001730
export IMPL_critical_path_class="register to output pin"
export IMPL_setup_viol=0
export IMPL_finalMaxSlewViolations=0
export IMPL_row_count=32
export IMPL_critPathLaunchType="register"
export IMPL_hold_path_end="pp[4]"
export IMPL_ant_nets=0
export IMPL_rr_worst_depth=2
export IMPL_path_max_fanout=1
export IMPL_critPathCaptureType="output pin"
export IMPL_syn_avg_cell_area_um2=11.22
export IMPL_yosysTopAreaCellShare_pct=34.44
export IMPL_finClkSkew_ps=63.02
export IMPL_drt_pass1_iter_count=4
export IMPL_h_tree_depth=1
export IMPL_yosysChipArea_um2=1134
export IMPL_yosysWarnings=1
export IMPL_cts_buffers=3
export IMPL_clk_latency_ps=320
export IMPL_crit_buf_inv=1
export IMPL_num_io_pins=15
export IMPL_synth_edff_count=13
export IMPL_worst_ep_arrival_time_ps=2700
export IMPL_rsz0062_at_grt="false"
export IMPL_fin_setup_tns_ps=0
export IMPL_tightest_slew_ps=646.6
export IMPL_reg2reg_setup_slack_ps=340
export IMPL_synth_cell_types=34
export IMPL_synthTopCellsByCount="13 x edfxtp_1, 12 x nor2_1, 9 x dfxtp_1"
export IMPL_r2r_start="rst"
export IMPL_antenna_found_initial=0
export IMPL_clock_sinks=22
export IMPL_die_y_um=108
export IMPL_log_warning_count=32
export IMPL_pwr_density_cell_nw_per_um2=838.3
export IMPL_die_area_um2=11660
export IMPL_top_area_cell="edfxtp_1"
export IMPL_clk_pin_slew_ps=80
export IMPL_crit_path_cell_trace="dlygate4sd2_1"
export IMPL_critPathMaxStageDelay_ps=340
export IMPL_grt_overflow_total=0
export IMPL_clockRootBuffer="clkbuf_8"
export IMPL_cp_required_ps=2880
export IMPL_topCellsByArea="edfxtp_1 34%, dfxtp_1 16%, mux2_2 6.0%"
export IMPL_port_buffers=14
export IMPL_dpl_cell_area_um2=1381
export IMPL_synth_cells=101
export IMPL_synth_area_um2=1134
export IMPL_logic_area_um2=513.0
export IMPL_ys_ff=22
export IMPL_postCtsSetupRepairBufs=0
export IMPL_fp_util_pct=14.82
export IMPL_core_area_um2=7647
export IMPL_via_per_inst=3.395
export IMPL_yosys_stat_cells=101
export IMPL_async_reset_ff_share_pct=0
export IMPL_n_antenna_cell=0
export IMPL_grt_pass1_vias=770
export IMPL_hold_path_startpoint="pp[4]"
export IMPL_leakage_nw=0.5722
export IMPL_wl_um=2028
export IMPL_grt_first_pass_wirelength_um=3450
export IMPL_grt_start_max_net_pins=21
export IMPL_pre_cts_slack_ps=50.16
export IMPL_vias=757
export IMPL_nFillCells=818
export IMPL_hold_path_class="register to register"
export IMPL_yosysSeqAreaShare_pct=50.33
export IMPL_status="completed"
export IMPL_die_w_um=108
export IMPL_wl_per_cell_um=9.094
export IMPL_dp_hpwl_um=1574
export IMPL_top_cell="edfxtp_1"
export IMPL_fin_area_um2=1448
export IMPL_cts_path_max_buffers=2
export IMPL_critPathLaunch="done"
export IMPL_synth_main_ff_cell="edfxtp_1"
export IMPL_place_congestion=0.7725
export IMPL_max_slew_margin_rel_pct=56.89
export IMPL_area_sequential_um2=570.5
export IMPL_path_delay_family="flip-flops"
==> worst max path at each step <==
stage / slack, ps / to / cells past startpoint
final: 180 / done / 1
after global routing: 140 / done / 1
after CTS: 150 / done / 1
==> cell families after synthesis <==
group           synth area share, %
xor+xnor                      3.091
simple gates                  12.69
mux                           10.38
compound gates                10.93
buf+inv                       4.414
fa+ha+maj                     8.168
flops                         50.33
==> layout make-up <==
cell class | instances | area share, %
flip-flops and latches | 22 | 39.41
multi-input cells | 69 | 35.44
repair buffers | 16 | 10.63
well taps | 102 | 8.816
clock buffers | 3 | 2.852
clock inverters | 8 | 2.074
inverters | 3 | 0.7779
==> where the power goes <==
group	switching (mW)	internal, mW	total (mW)
Clock	0.0970	0.0862	0.183
Combinational	0.194	0.265	0.460
Sequential	0.139	0.431	0.571
Total	0.430	0.783	1.21
==> metrics by stage <==
stage          utilization (%)  cells  total power [mW]  hold WS (ps)
6_report                 18.93    223             1.214         504.8
5_1_grt                  18.93    223             1.331         576.2
4_1_cts                  18.93    223             1.236         508.4
3_5_place_dp             18.06    213             1.065         498.1
3_3_place_gp             18.06    213             1.055         491.0
2_1_floorplan                -    101            0.9090         447.1
==> registers in the layout (all words and copies together), names as in the netlist <==
name    cells
A           6
rst         1
sh          1
B           3
status      3
done        1
pp          6
add         1
==> what timing repair did <==
action,in CTS,in global routing
endpoints found under the hold margin,0,0
hold buffers,0,0
setup endpoints to repair,1,0
resized,1,0
==> layer usage <==
metal / up-vias / routed length, um / GRT usage (%)
met5: - / 0 / 0
met4: 0 / 0 / 0.3817
met3: 0 / 148 / 1.386
met2: 11 / 930 / 5.862
met1: 344 / 949 / 4.423
li1: 402 / - / -
==> cell usage in the layout, fill, tap and decap left out, drive strengths merged, types with 5 or more instances in the layout <==
cell type       n
o21ai           5
edfxtp         13
inv            10
clkdlybuf4s50  13
mux2i           5
ha              5
mux2            6
nand2           6
nor2           12
and2            5
dfxtp           9
No activity file was given, so power comes from the tool's default toggle rates.
